`/design/flow/run.sh`:
```
#!/bin/bash
# OpenROAD 26Q1-2900-gdf79404cd8, Yosys 0.63+post, stock flow scripts
make -C /OpenROAD-flow-scripts/flow DESIGN_CONFIG=/design/flow/config.mk WORK_HOME=/design/flow/orfs finish
```
`/design/flow/config.mk`:
```
export PLATFORM = sky130hd
export DESIGN_NAME = SPI
export DESIGN_NICKNAME = SPI
export VERILOG_FILES = /design/flow/design.v
export SDC_FILE = /design/flow/constraint.sdc
export NUM_CORES = 4
export LEC_CHECK = 1
export CORE_AREA = 10 10 93 93
export DIE_AREA = 0 0 103 103
```
`/design/flow/constraint.sdc`:
```
current_design SPI

set clk_period 2.7
set clk_io_pct 0.2

create_clock -name clk0 -period $clk_period [get_ports {clk}]

set non_clock_inputs [all_inputs -no_clocks]
set_input_delay [expr $clk_period * $clk_io_pct] -clock clk0 $non_clock_inputs
set_output_delay [expr $clk_period * $clk_io_pct] -clock clk0 [all_outputs]
```
`/design/flow/design.v`:
```
`timescale 1ns / 1ps
module SPI(clk, clk_noBuff, Resetn, sclk, din,cs,ADD,ADC2SPI,ADC2Sseg, start);
input clk;								 
input clk_noBuff;						 
input Resetn;							 
input ADC2SPI;							 
input  [2:0] ADD;						 
input  start;							 
output reg din;						 
output wire sclk;						 
output reg cs;							 
output reg [11:0] ADC2Sseg;		 
reg [11:0] data_temp;				 
reg start_reg;							 
reg [4:0] count;						 
initial begin
	cs<=1;
	count <= 4'd0;
	ADC2Sseg <= 12'd0;
	data_temp <= 12'd0;
end
always @(posedge clk)
begin
	if(start==1)
	begin
		start_reg<=1;
	end
end
always @(posedge clk, posedge Resetn)
begin
	if (Resetn)
	begin
	end
end
always@(posedge clk)
begin
	if (count == 1)
	begin
		cs <= 0;
	end
end
assign sclk = cs ? 1 : clk_noBuff;   
always@(posedge clk)
begin
	if (count == 16)
	begin
		count <= 1;
	end
	else
	begin
		count <= count + 4'd1;
	end
end
always @(negedge clk)
begin
	case (count)
		3: begin
			din <= ADD[2];
		end
		4: begin
			din <= ADD[1];
		end
		5: begin
			din <= ADD[0];
		end
endcase
end
always @(posedge clk)
begin
	case(count)
		4:		ADC2Sseg<=data_temp;
		5:		data_temp[11:11] <=  ADC2SPI;
		6:		data_temp[10:10] <=  ADC2SPI;
		7:		data_temp[9:9]   <=  ADC2SPI;
		8:		data_temp[8:8]   <=  ADC2SPI;
		9:		data_temp[7:7]   <=  ADC2SPI;
		10:		data_temp[6:6]   <=  ADC2SPI;
		11:		data_temp[5:5]   <=  ADC2SPI;
		12:		data_temp[4:4]   <=  ADC2SPI;
		13:		data_temp[3:3]   <=  ADC2SPI;
		14:		data_temp[2:2]   <=  ADC2SPI;
		15:		data_temp[1:1]   <=  ADC2SPI;
		16:		data_temp[0:0]   <=  ADC2SPI;
	endcase
end
endmodule
```
==> impl_metrics.env <==
# source this file to load flow results
export IMPL_drc=0
export IMPL_ioPinCount=23
export IMPL_ys_cells=76
export IMPL_clock_skew_ps=59.6
export IMPL_startpoint_type="register"
export IMPL_crit_arrival_ps=2170
export IMPL_power_density_mw_per_mm2=558
export IMPL_avgViaCountPerCell=3.58
export IMPL_final_max_slew_viol_count=0
export IMPL_track_usage_pct=3.71
export IMPL_cts_hold_buf=0
export IMPL_drt_initial_drc_count=29
export IMPL_numClockSinks=31
export IMPL_cp_slowest_cell="edfxtp_1"
export IMPL_hold_path_class="register to register"
export IMPL_wl_met3_um=176
export IMPL_antenna_found_initial=0
export IMPL_syn_avg_cell_area_sq_um=15.8
export IMPL_crit_buf_inv=1
export IMPL_worstSetupPathType="register to primary output"
export IMPL_crit_chain="buf_2"
export IMPL_root_buffer="clkbuf_8"
export IMPL_wl_per_cell_um=9.84
export IMPL_syn_inst=76
export IMPL_antenna_cells=0
export IMPL_routed_wl_um=1900
export IMPL_nFillCells=678
export IMPL_ys_seq_share_pct=73.4
export IMPL_crit_path_end_kind="primary output"
export IMPL_hold_violations=0
export IMPL_gp_congestion=0.782
export IMPL_cpPeakStageDelay_ps=360
export IMPL_finalWorstSetupSlack_ps=-7.33
export IMPL_routed_top_layer="met4"
export IMPL_flop_cell="edfxtp_1"
export IMPL_wl_met2_um=880
export IMPL_row_count=30
export IMPL_grt_pass1_vias=663
export IMPL_io_buffers=20
export IMPL_rsz0062_at_grt="true"
export IMPL_fp_util_pct=17.8
export IMPL_lay_top_cells="26 x edfxtp_1, 19 x clkdlybuf4s50_1, 10 x buf_4"
export IMPL_cts_buffer_depth=2
export IMPL_htreeDepth=2
export IMPL_numCtsBuffers=5
export IMPL_final_util_pct=25.6
export IMPL_yosysWarnings=1
export IMPL_first_pass_iters=2
export IMPL_antenna_left=0
export IMPL_syn2layout_area_growth_pct=44.2
export IMPL_clk_pin_slew_ps=60
export IMPL_drv_cap=0
export IMPL_die_w_um=103
export IMPL_final_common_cell="edfxtp_1"
export IMPL_synth_flops=31
export IMPL_edf_count=26
export IMPL_p_leak_nw=0.614
export IMPL_synth_cell_types=24
export IMPL_num_vias=690
export IMPL_met1_length_um=813
export IMPL_synth_area_sq_mm=0.00120
export IMPL_grt_max_degree=13
export IMPL_status="complete, but fails checks"
export IMPL_tool_warnings=33
export IMPL_overflow=0
export IMPL_finalSetupViolations=1
export IMPL_ir_drop_uv=183
export IMPL_cp_max_fo=1
export IMPL_required_ps=2160
export IMPL_yosys_area_sq_mm=0.00120
export IMPL_die_area_sq_mm=0.0106
export IMPL_grt_pass1_wl_um=3130
export IMPL_fin_setup_tns_ps=-7.33
export IMPL_dieHeight_um=103
export IMPL_drive_above_1_share_pct=27.4
export IMPL_core_sq_mm=0.00676
export IMPL_failed_checks="negative setup slack"
export IMPL_dp_hpwl_um=1400
export IMPL_crit_family="flip-flops"
export IMPL_synthArstFlopShare_pct=0
export IMPL_hold_ws_ps=418
export IMPL_cts_tree="yes"
export IMPL_clock_latency_ps=340
## metal layers
metal  GRT usage, %  vias up
met4          0.642        0
met2           5.75       19
met5              0        -
li1               -      345
met1           4.64      319
met3           1.90        7
## area by class of cell
cell class | instances | area, sq um | area share [%]
Tap cell | 80 | 100 | 5.78
Timing Repair Buffer | 31 | 282 | 16.3
Sequential cell | 31 | 886 | 51.2
Multi-Input combinational cell | 39 | 335 | 19.4
Inverter | 3 | 16.3 | 0.940
Clock buffer | 5 | 68.8 | 3.98
Clock inverter | 4 | 42.5 | 2.46
## report_power, final
group | switching, W | internal [W]
Sequential | 0 | 0.000513
Combinational | 0.00000301 | 0.00000711
Clock | 0.000170 | 0.000272
Total | 0.000173 | 0.000792
## sequential cells by signal, indices dropped and copies added (netlist names)
register and count:
data_temp 12, count 5, ADC2Sseg 12, din 1, cs 1
## cells in the mapped netlist, types with 2 or more instances
cell | instances | area, sq um
edfxtp_1 | 26 | 781
and3_1 | 6 | 37.5
nor2_1 | 6 | 22.5
dfxtp_1 | 5 | 100
ha_1 | 5 | 62.6
and2_1 | 3 | 18.8
inv_1 | 3 | 11.3
a22o_1 | 2 | 17.5
nand2_1 | 2 | 7.51
nor2b_1 | 2 | 12.5
nor3b_1 | 2 | 15.0
xnor2_1 | 2 | 17.5
## worst register-to-register path: stages, from the launching register on
cell	delay, ps
dfxtp_2	360
inv_4	50
ha_4	170
buf_4	130
a22o_1	190
a22o_1	190
## worst paths after layout
check                             startpoint          end  slack [ps]  cells past startpoint
worst min-delay path            data_temp[5]  ADC2Sseg[5]         420                      0
worst max-delay path                     din          din          -7                      1
worst max register to register      count[1]          din          60                      5
worst min register to register  data_temp[5]  ADC2Sseg[5]         420                      0
## kinds of logic (layout without fill, tap and decap cells)
kind of cell               Yosys count  count (layout)  synth area share (%)
DFF                                 31              31                  73.4
and+or+nand+nor                     27              27                  14.7
buffers and inverters                6              43                  2.19
adders and majority gates            5               5                  5.21
AOI/OAI and AO/OA                    4               4                  2.71
xor gates and xnor gates             2               2                  1.46
other                                1               1                 0.313
## metrics by stage
step	cells	worst slack [ps]	power, W	cell area [sq um]
CTS	192	-21.2	0.000976	1680
global placement	184	-284	0.000539	1570
finish	193	-7.33	0.000966	1730
global route	193	-39.7	0.00100	1730
detailed placement	184	-290	0.000539	1570
floorplan	76	10.7	0.000529	1210
## what timing repair did
item / in CTS / in global routing
resized: 4 / 12
cloned: 0 / 0
setup buffers: 0 / 1
endpoints found under the setup margin: 3 / 3
pin swaps: 1 / 4
Power figures rest on the tool's default switching activity, not on a simulated workload.
