<file path="design.v">
`timescale 1ns / 1ps
module horizontal_counter(
		input clk_25MHz,
		output reg enable_V_counter=0,
		output reg [15:0] H_count_Value = 0
    );
 	always @(posedge clk_25MHz)
	begin
		if(H_count_Value <799)
		begin
			H_count_Value <= H_count_Value+1;
			enable_V_counter <= 0;
		end
		else
		begin
			H_count_Value <= 0;
			enable_V_counter <= 1;
		end
	end
endmodule
</file>
<file path="config.mk">
export PLATFORM = sky130hd
export DESIGN_NAME = horizontal_counter
export DESIGN_NICKNAME = horizontal_counter
export VERILOG_FILES = /design/flow/design.v
export SDC_FILE = /design/flow/constraint.sdc
export NUM_CORES = 4
export LEC_CHECK = 1
export CORE_AREA = 10 10 73 73
export DIE_AREA = 0 0 83 83
</file>
<file path="run.sh">
#!/bin/bash
# OpenROAD 26Q1-2900-gdf79404cd8, Yosys 0.63+post, stock flow scripts
make -C /OpenROAD-flow-scripts/flow DESIGN_CONFIG=/design/flow/config.mk WORK_HOME=/design/flow/orfs finish
</file>
<file path="constraint.sdc">
current_design horizontal_counter

set clk_period 2.5
set clk_io_pct 0.2

create_clock -name clk0 -period $clk_period [get_ports {clk_25MHz}]

set non_clock_inputs [all_inputs -no_clocks]
set_input_delay [expr $clk_period * $clk_io_pct] -clock clk0 $non_clock_inputs
set_output_delay [expr $clk_period * $clk_io_pct] -clock clk0 [all_outputs]
</file>
==> flow_summary.toml <==
# synthesis and place-and-route metrics
[routing]
ant_nets = 0
drc = 0
diodes = 0
drt_iter0_markers = 18
vias_per_cell = 3.71
wirelength_microns = 1380
wl_per_cell_microns = 10.4
dr.pass1.iters = 4
num_vias = 490

[worst_setup_path]
crit_buf_inv = 1
required_ns = 2.62
rrSetupSlack_ns = 0.72
path_delay_family = "AND-OR/OR-AND gates"
rr_endpoint = "H_count_Value[3]"
reg2reg_depth = 5
worstPathMaxFanout = 8
rr_startpoint = "H_count_Value[0]"
cpMaxStageDelayCell = "a211oi_1"
crit_path_start_kind = "flip-flop"
cp.arrival_ns = 1.90
crit_chain = "ha_1 -> nand4_1 -> a211oi_1 -> buf_4 -> nor3_1"
worst_path_largest_cell_delay_ns = 0.52
end_kind = "flip-flop"
crit_type = "flip-flop to flip-flop"

[cts]
ctsResizeCount = 0
cts_setup_buffers = 0
tritoncts = "yes"
cts_sinks = 17
clk_path_buf_depth = 2
clk_latency_ns = 0.25
hold_buffers = 0
cts_root_buf = "clkbuf_8"
cts_max_level = 1
clkTransAtPathRegs_ns = 0.07
cts_buffers = 3

[final_layout]
syn_to_final_growth_pct = 48.2
final_cells = 132
drive_gt1_share_pct = 10.7
fin_util_pct = 24.0

[hold_path]
holdPathEnd = "H_count_Value[9]"
hold_class = "flip-flop to flip-flop"
min_path_cells = 2
min_from = "H_count_Value[9]"

[floorplanning]
initCoreUtil_pct = 16.2
die_h_microns = 83
ioPinCount = 18
core-area_sq_um = 3740
num_rows = 22
chipArea_sq_um = 6890
fp.dieW_microns = 83

[logic_synthesis]
ys_chip_area_sq_um = 607
yosys_warnings = 1
synthTopCellsByCount = "17 x dfxtp_1, 5 x nor3_1, 4 x a211oi_1"
edf_count = 0
syn_inst = 59
syn_area_sq_um = 607
area_leaders = "dfxtp_1 56%, a211oi_1 4.9%, a211oi_2 4.1%"
synth_flops = 17
synth-main-ff-cell = "dfxtp_1"
top_area_share_pct = 56.1
postSynthSeqShare_pct = 56.1
ys_types = 24
synthArstFlopShare_pct = 0
synth_top_cell_by_count = "dfxtp_1"
syn_avg_cell_area_sq_um = 10.3
synth_area_leader_cell = "dfxtp_1"
yosysCellCount = 59

[final_timing]
maxSlewViolCount = 0
final-hold-violation-count = 0
period_used_pct = 71.2
setup_violations = 0
grt_setup_unrepaired = "false"
fin_skew_ns = 0.00810
max_freq_mhz = 562
setup_tns_ns = 0
period_minus_slack_ns = 1.78
worst_pin_slew_ns = 0.547
slew_headroom_pct = 63.3

[global_route]
grt_util_met3_pct = 0.689
antenna_found_initial = 0
grt_pass1_vias = 500
track_usage_pct = 3.77
grt.overflow.total = 0
met1_usage_pct = 5.87
grt_pass1_wl_microns = 2300
grt_max_degree = 12
grt_busiest_layer = "met1"
use_met2_pct = 5.03

[placement]
port_buffers = 17
gp_congestion = 0.765
placed_cells = 128
dp.final_hpwl_microns = 1050

[run]
max-cap-violations = 0
warnings = 25

[run_status]
run_status = "finished clean"

[power_and_ir_drop]
power_leakage_nw = 0.283
power.density_nw_per_um2 = 545
vdd_drop_max_v = 0.000158
==> per-stage QoR <==
step | worst slack (ns) | hold slack (ns) | total power [mW] | area, sq um
floorplan | 1.14 | 0.452 | 0.286 | 626
global placement | 0.833 | 0.492 | 0.297 | 855
detailed placement | 0.780 | 0.496 | 0.297 | 855
CTS | 0.739 | 0.506 | 0.494 | 900
global route | 0.565 | 0.543 | 0.512 | 900
finish | 0.721 | 0.500 | 0.490 | 900
==> per-layer routing <==
metal,wire length (microns),vias to the layer above
met2,546,12
met4,27,0
li1,-,253
met1,757,223
met3,46,2
met5,0,-
==> final cells by class <==
class,count,area (sq um)
fill,414,2840
sequential,17,340
multi-input combinational,42,265
timing repair buffer,18,178
tap,48,60.1
clock buffer,4,45.0
inverter,3,11.3
==> kinds of logic after synthesis <==
| group | share of synthesized area, % |
|---|---|
| other | 0.618 |
| adders and majority gates | 2.06 |
| buffers and inverters | 3.30 |
| xor gates and xnor gates | 4.33 |
| and+or+nand+nor | 20.8 |
| DFF | 56.1 |
| AOI/OAI and AO/OA | 12.8 |
==> flip-flops by register name (all words and copies together), names as in the netlist <==
signal,count
H_count_Value,16
enable_V_counter,1
==> where the power goes <==
part	leakage, nW	internal, mW	switching (mW)
clock network	0.0228	0.113	0.0865
logic	0.121	0.00895	0.00245
registers	0.139	0.276	0.00267
==> worst min-delay path: stages (launching register included) <==
cell      delay [ns]
dfxtp_1         0.31
inv_1           0.08
a211oi_2        0.06
==> cells in the final DEF (no fill, tap or decap), drive strengths merged <==
cell type       n
nor2            1
nor4            1
a211oi          6
o31ai           1
xor2            2
o21ai           3
nand2           3
nand4           1
conb            6
nor3b           1
dfxtp          17
or2             1
xnor2           1
nand3           4
ha              1
nor3            5
or4             2
or3             3
inv             3
buf             1
clkbuf          4
clkdlybuf4s50  17
==> worst max-delay path by stage <==
stage	from	to	slack (ns)	cells past startpoint
6_report	H_count_Value[0]	H_count_Value[3]	0.72	5
5_1_grt	H_count_Value[0]	H_count_Value[4]	0.56	5
4_1_cts	H_count_Value[0]	H_count_Value[3]	0.74	5
Power and IR drop assume default switching activity.
