===== /design/flow/design.v =====
`timescale 1ns / 1ps
module voltage_calculater(
	input [11:0] ADC_data,						 
	input clk,										 
	input flag,										 
	output reg [3:0] integer_data,			 
	output reg [3:0] float1_data				 
    );
	reg [15:0] voltage;
	always @(posedge clk) begin
		if(flag)
		begin
		  if(ADC_data > 2000)
				voltage = 5000;  
		  else
				voltage = (ADC_data*5000) >> 11;   
		  integer_data = voltage/1000;
		  float1_data = voltage %1000 / 100;
		end
	 end
endmodule

===== /design/flow/constraint.sdc =====
current_design voltage_calculater

set clk_period 17.2
set clk_io_pct 0.2

create_clock -name clk0 -period $clk_period [get_ports {clk}]

set non_clock_inputs [all_inputs -no_clocks]
set_input_delay [expr $clk_period * $clk_io_pct] -clock clk0 $non_clock_inputs
set_output_delay [expr $clk_period * $clk_io_pct] -clock clk0 [all_outputs]

===== /design/flow/run.sh =====
#!/bin/bash
# OpenROAD 26Q1-2900-gdf79404cd8, Yosys 0.63+post, stock flow scripts
make -C /OpenROAD-flow-scripts/flow DESIGN_CONFIG=/design/flow/config.mk WORK_HOME=/design/flow/orfs finish

===== /design/flow/config.mk =====
export PLATFORM = sky130hd
export DESIGN_NAME = voltage_calculater
export DESIGN_NICKNAME = voltage_calculater
export VERILOG_FILES = /design/flow/design.v
export SDC_FILE = /design/flow/constraint.sdc
export NUM_CORES = 4
export LEC_CHECK = 1
export CORE_UTILIZATION = 50

==> qor.yml <==
dp_hpwl_um: 10400
grt-ovfl-total: 0
rows: 35
most-common-layout-cells: "64 x ha_1, 53 x nand2_1, 53 x inv_1"
enable_flop_cells: 8
yosysSeqAreaShare: 0.0485
yosysTopAreaCell: "ha_1"
hp-class: "in -> reg"
wl_per_cell_um: 16.7
fin_crit_sh: 0.839
dieArea_mm2: 0.0103
fp.dieW_um: 102
yosys_warnings: 1
io_buffers: 21
timing.fmax_ghz: 0.0693
critPathRequiredTime_ns: 17.18
antenna_left: 0
critPathMaxStageDelay_ns: 0.66
worst_slack_ns: 2.78
cts_setup_buffers: 0
grt_max_degree: 17
fin_crit_ns: 14.42
drtPass1Iterations: 4
cts_max_level: 1
finalMaxSlewViolations: 0
numSynthFlops: 8
clock_sinks: 8
ys_top_cells_by_area: "ha_1 16%, fa_1 8.9%, edfxtp_1 4.9%"
grtUsageTotal: 0.267
syn_avg_cell_area_um2: 8.03
setup_viol_count_final: 0
area_growth_pct: 5.36
cp-start-kind: "input port"
n_antenna_cell: 0
netlist_area_mm2: 0.00495
end_kind: "flip-flop"
drtIter0Drc: 245
die_height_um: 102
cts_tree: "built"
path_class: "in -> reg"
maxCapViolations: 0
rsz0062_at_grt: "false"
async_flop_share: 0
yosys_cells: 617
top_cell_area_share: 0.162
ff_type: "edfxtp_1"
grt_pass1_vias: 4344
hold_violations: 0
numCtsBuffers: 3
drive_gt1_frac: 0.104
grt_antenna_before_repair: 0
synthCells: 617
crit_path_top_delay_cell: "nor3_4"
synth_cell_types: 107
boundaryPins: 22
routed_via_density: 6.16
cp_max_fo: 16
layout_top_cell: "ha_1"
tns_ns: 0
arrival_ns: 14.40
vias: 4578
gp_congestion: 0.987
warning_count: 32
ys_area_mm2: 0.00495
slew_headroom: 0.458
cts_buffer_depth: 2
max_slew.worst_pin.slew_ns: 0.813
cts-root-buf: "clkbuf_8"
postCtsHoldBufs: 0
cts_resized: 0
drcViolationCount: 0
status: "complete, no violations"
routed_wl_um: 12400
grt_pass1_wl_um: 21300
core_mm2: 0.00942
fp_util: 0.526
clk_pin_slew_ns: 0.05
hold_depth: 1
dp_slack_ns: 2.61
==> layout make-up <==
type                            count  area [um2]
Fill cell                         879        4200
Timing Repair Buffer               22         218
Tap cell                          129         161
Sequential cell                     8         240
Inverter                           54         203
Multi-Input combinational cell    527        4350
Clock buffer                        3        41.3
==> flip-flops by register name, indices dropped and copies added (netlist names) <==
register and count:
float1_data 4, integer_data 4
==> metal layers <==
metal,GRT usage,vias to the layer above,share of wire
met5,0,-,0
met1,0.446,2151,0.53
li1,-,2307,-
met3,0.0322,12,0.044
met2,0.390,108,0.41
met4,0.0256,0,0.010
==> per-stage QoR <==
step / instance area, um2 / util / cells / hold slack [ns]
6_report: 5220 / 0.554 / 743 / 4.11
4_1_cts: 5220 / 0.554 / 743 / 4.10
3_3_place_gp: 5180 / 0.550 / 740 / 4.18
5_1_grt: 5220 / 0.554 / 743 / 4.11
3_5_place_dp: 5180 / 0.550 / 740 / 4.18
2_1_floorplan: 4950 / - / 617 / 3.55
==> worst max-delay path, delay by kind of cell <==
| family | cells | cell delay [ns] |
|---|---|---|
| AND-OR/OR-AND | 15 | 3.70 |
| adder cells (fa/ha/maj) | 7 | 2.83 |
| buffers and inverters | 6 | 1.17 |
| multiplexers | 3 | 1.05 |
| AND/OR/NAND/NOR | 8 | 2.17 |
==> synth_stat cells, types with 7 or more instances <==
| master | instances |
|---|---|
| nand3_1 | 26 |
| buf_2 | 10 |
| edfxtp_1 | 8 |
| a21o_1 | 13 |
| a31oi_1 | 7 |
| o21ai_1 | 10 |
| inv_1 | 53 |
| and2_1 | 17 |
| nand4_1 | 8 |
| or3_1 | 8 |
| o21ai_0 | 15 |
| fa_1 | 22 |
| clkbuf_1 | 10 |
| o211ai_1 | 8 |
| xor2_1 | 7 |
| a21oi_1 | 29 |
| nor2_1 | 39 |
| o22ai_1 | 7 |
| nand2_1 | 53 |
| xnor2_1 | 10 |
| nor3_1 | 16 |
| ha_1 | 64 |
==> logic make-up (layout without fill, tap and decap cells) <==
family / Yosys count / after routing / share of synthesized area
compound gates: 182 / 182 / 0.298
xor+xnor: 23 / 23 / 0.0520
fa+ha+maj: 89 / 89 / 0.257
buf+inv: 82 / 79 / 0.0723
flops: 8 / 8 / 0.0485
mux: 13 / 13 / 0.0316
simple gates: 220 / 220 / 0.241
==> final timing paths <==
path,to,startpoint,slack [ns]
max,float1_data[0],ADC_data[4],2.78
min,float1_data[1],flag,4.11
